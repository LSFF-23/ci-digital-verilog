[design/flow/config.mk]
export PLATFORM = sky130hd
export DESIGN_NAME = ula_ccr
export DESIGN_NICKNAME = ula_ccr
export VERILOG_FILES = /design/flow/design.v
export SDC_FILE = /design/flow/constraint.sdc
export NUM_CORES = 4
export LEC_CHECK = 1
export CORE_UTILIZATION = 40
[design/flow/constraint.sdc]
current_design ula_ccr

set clk_period 18.2
set clk_io_pct 0.2

create_clock -name clk0 -period $clk_period

set non_clock_inputs [all_inputs -no_clocks]
set_input_delay [expr $clk_period * $clk_io_pct] -clock clk0 $non_clock_inputs
set_output_delay [expr $clk_period * $clk_io_pct] -clock clk0 [all_outputs]
[design/flow/design.v]
interface mled_interface (
    input clk,
    input rst
);
logic load_en;
logic move_en;
logic ei_en;
logic run_en;
logic eo_en;
logic done_st;
logic dc_zero;
logic sc_zero;
modport fsm (
    input   clk,
            rst,
    output  load_en,
            move_en,
            ei_en,
            run_en,
            eo_en,
            done_st,
    input   dc_zero,
            sc_zero
);
modport dp (
    input   clk,
            rst,
    input   load_en,
            move_en,
            ei_en,
            run_en,
            eo_en,
            done_st,
    output  dc_zero,
            sc_zero
);
endinterface
module ula_ccr (
    input signed [7:0] A, B,
    input [2:0] opcode,
    output signed [7:0] C,
    output [7:0] CCR
);
wire [8:0] sum = {1'b0, A} + {1'b0, B};
wire sum_carry = sum[8];
wire [4:0] nibble_sum = {1'b0, A[3:0]} + {1'b0, B[3:0]};
wire nibble_carry = nibble_sum[4];
wire [8:0] sub = {A[7], A} - {B[7], B};
wire [15:0] mult = A * B;
wire [7:0] div = (B != 0) ? A / B : 8'b0;
wire [7:0] and_op = A & B;
wire [7:0] or_op = A | B;
wire [7:0] not_op = ~A;
wire [7:0] xor_op = A ^ B;
reg [7:0] result;
assign C = result;
always @* begin
    case (opcode)
        3'b000: result = sum[7:0];
        3'b001: result = sub[7:0];
        3'b010: result = mult[7:0];
        3'b011: result = div;
        3'b100: result = and_op;
        3'b101: result = or_op;
        3'b110: result = not_op;
        3'b111: result = xor_op;
    endcase
end
wire zero = C == 0;
wire negativo = C[7];
wire sum_overflow = (~A[7] & ~B[7] & C[7]) | (A[7] & B[7] & ~C[7]);
wire sub_overflow = (~A[7] & B[7] & C[7]) | (A[7] & ~B[7] & ~C[7]);
wire mult_overflow = ~(&mult[15:7]) & (|mult[15:7]);
wire div_overflow = (B == 0) | (A == 8'h80 & B == 8'hFF);
reg overflow;
always @* begin
    case (opcode)
        3'b000: overflow = sum_overflow;
        3'b001: overflow = sub_overflow;
        3'b010: overflow = mult_overflow;
        3'b011: overflow = div_overflow;
        default: overflow = 1'bx;
    endcase
end
reg maior, menor, igual;
always @* begin
    case (opcode)
        3'b001: begin
            if (C > 0)
                {maior, menor, igual} = 3'b100;
            else if (C < 0)
                {maior, menor, igual} = 3'b010;
            else
                {maior, menor, igual} = 3'b001;
        end
        default: {maior, menor, igual} = 3'bxxx;
    endcase
end
reg carry, halfcarry;
always @* begin
    case (opcode)
        3'b000: begin
            carry = sum_carry;
            halfcarry = nibble_carry;
        end
        default: begin
            carry = 1'bx;
            halfcarry = 1'bx;
        end
    endcase
end
assign CCR = {overflow, halfcarry, carry, igual, menor, maior, negativo, zero};
endmodule
[design/flow/run.sh]
#!/bin/bash
# OpenROAD 26Q1-2900-gdf79404cd8, Yosys 0.63+post, stock flow scripts
make -C /OpenROAD-flow-scripts/flow DESIGN_CONFIG=/design/flow/config.mk WORK_HOME=/design/flow/orfs finish
==> reports/qor.yml <==
wl_per_cell_um: 17.2
timing.hold.worst.start: "B[7]"
share_of_total_power_consumed_by_net_switching_pct: 55.2
final_min_period_over_clock_period_pct: 96.8
synth_largest_type_area_fraction_pct: 22.0
synth_sequential_area_ratio_pct: 0
floorplan.die.height_um: 117
combinationalPowerShare_pct: 100.0
ys_top_logic_family: "adder cells"
crit_path_start_kind: "input pin"
synth.lib_cells_used.distinct: 69
critical_path_endpoint_category: "primary output"
timing_max_transition_violations_final: 0
hold_path_depth: 5
detail_route.vias_per_cell: 5.52
floorplanUtilization_pct: 41.5
synth-warning-count: 1
timing.critical_path.fanout_max: 8
ff_latch_count: 0
final-hold-violation-count: 0
post-dp-hpwl_um: 12200
detail-route-antenna-nets: 0
floorplan.io_pins: 35
holdPathEnd: "CCR[5]"
synth.cell_area_um2: 5300
drt_pass1_iterations: 5
switching_power_uw: 244
fraction_of_final_layout_cells_with_drive_strength_greater_than_1_pct: 11.1
io_buffers: 35
total_power_uw: 441
growth_of_design_area_from_synthesis_to_finish_pct: 14.4
num-clock-buffers: 0
worst_ep_required_time_ns: 14.56
chip_area_um2: 13700
gp_congestion: 0.935
slew_hr_pct: 48.6
number_of_global_route_vias_before_repair: 4626
synthCells: 675
outcome: "completed"
synth-area-yosys_um2: 5300
critical-path-slowest-cell: "sky130_fd_sc_hd__or4b_4"
path_buffers: 3
insertedDiodeCount: 0
fillCellCount: 1221
report.final.setup_viol: 0
internal_power_uw: 198
hold_path_class: "input pin to primary output"
post-route-drc-count: 0
static-leakage-power_uw: 0.00278
fp.dieW_um: 117
detailedRoute.firstIterationViolations: 350
tns_ns: 0
total_of_hold_buffers_inserted_after_clock_tree_synthesis: 0
placement_rows: 41
log.warning_count: 53
global_route.overflow_total: 0
syn_area_cell_um2: 7.84
seqPwrFrac_pct: 0
via_count: 4861
yosys.area_share.xor_xnor_pct: 4.96
power-per-cell-area_nw_per_um2: 72.8
clockPowerShare_pct: 0
synthDominantAreaCellType: "sky130_fd_sc_hd__ha_1"
synthAoiAreaFrac_pct: 19.2
power.ir.vdd_worst_mv: 0.0764
worst-slew-pin-transition_ns: 0.769
worst-endpoint-arrival_ns: 13.98
synth-cells-yosys: 675
wire_length_of_the_first_global_routing_pass_um: 24400
wl_um: 15100
grt_start_max_net_pins: 28
critPathKind: "input pin to primary output"
grt_usage_pct: 24.2
placed_cells: 878
maxClockFrequency_ghz: 0.0568
core_area_um2: 12800
number_of_max_cap_violations: 0
mux_area_share_pct: 5.27
slowest_stage_delay_cp_ns: 0.55
area_share_of_and_or_nand_nor_cells_after_synthesis_pct: 17.0
timing.final.crit_period_ns: 17.62
adder_share_pct: 43.5
initial_antenna_violation_count: 0
finish.cell_count_without_fillers: 881
worst_path_dominant_cell_family: "AND-OR/OR-AND gates"
yosys-top-cells-area: "sky130_fd_sc_hd__ha_1, sky130_fd_sc_hd__fa_1, sky130_fd_sc_hd__inv_1, sky130_fd_sc_hd__nor2_1, sky130_fd_sc_hd__a21oi_1"
layout.area.seq_um2: 0
## final cells by class
class              instances  area [um2]  share of cell area [%]
repair buffers            59         543                    8.96
well taps                172         215                    3.55
inverters                103         387                    6.38
multi-input cells        547        4910                    81.1
## layout by cell type (no fill, tap or decap), drive strengths merged, types with 3 or more instances in the layout
cell / count
a211oi: 6
a21o: 6
a21oi: 45
a221oi: 4
a31oi: 3
buf: 24
clkdlybuf4s50: 30
clkinv: 5
dlymetal6s2s: 5
fa: 57
ha: 93
inv: 98
mux2: 15
mux4: 4
nand2: 39
nand2b: 8
nand3: 10
nand4: 7
nor2: 79
nor2b: 5
nor3: 22
nor4: 6
o211ai: 7
o21a: 18
o21ai: 29
o21bai: 7
o22ai: 3
o311ai: 3
o31ai: 4
or2: 3
xnor2: 23
xor2: 7
## layer usage
layer  part of all wire (%)  track usage, %  up-vias
li1                       -               -     2392
met1                     49            38.2     2316
met2                     45            37.3      145
met3                    6.0            4.20        8
met4                   0.58            1.27        0
met5                      0               0        -
## tightest hold or removal path, stage by stage
cell                              delay, ns
sky130_fd_sc_hd__dlymetal6s2s_1        0.17
sky130_fd_sc_hd__buf_4                 0.20
sky130_fd_sc_hd__ha_1                  0.20
sky130_fd_sc_hd__a21o_1                0.09
sky130_fd_sc_hd__clkdlybuf4s50_1       0.46
## power groups by stage
stage,registers (uW),logic (uW),clock network (uW)
global route,0,508,0
CTS,0,438,0
finish,0,441,0
## how the worst max path moves through the flow
stage     from     end  cells past startpoint
5_1_grt   B[0]  CCR[4]                     51
6_report  B[0]  CCR[4]                     50
4_1_cts   B[5]  CCR[0]                     46
## cells by family (layout without fill, tap and decap cells)
family	count (synthesis)	in the layout
mux	21	21
buf+inv	128	162
compound gates	154	154
simple gates	192	192
xor+xnor	30	30
fa+ha+maj	150	150
## timing repair
action / in CTS / in global routing
hold endpoints to repair: 0 / 0
gates cloned: 0 / 0
buffers inserted: 0 / 3
setup endpoints to repair: 3 / 3
pin swaps: 0 / 10
gates resized: 4 / 29
## synth_stat cells (3+ instances only)
| master | number |
|---|---|
| sky130_fd_sc_hd__a21oi_1 | 44 |
| sky130_fd_sc_hd__a211oi_1 | 5 |
| sky130_fd_sc_hd__mux2_2 | 14 |
| sky130_fd_sc_hd__xnor2_1 | 23 |
| sky130_fd_sc_hd__o21bai_1 | 7 |
| sky130_fd_sc_hd__a31oi_1 | 3 |
| sky130_fd_sc_hd__a221oi_1 | 3 |
| sky130_fd_sc_hd__nor3_1 | 22 |
| sky130_fd_sc_hd__nor4_1 | 6 |
| sky130_fd_sc_hd__nand4_1 | 7 |
| sky130_fd_sc_hd__fa_1 | 57 |
| sky130_fd_sc_hd__buf_4 | 9 |
| sky130_fd_sc_hd__o211ai_1 | 7 |
| sky130_fd_sc_hd__nor2b_1 | 5 |
| sky130_fd_sc_hd__nor2_1 | 78 |
| sky130_fd_sc_hd__ha_1 | 93 |
| sky130_fd_sc_hd__clkinv_1 | 5 |
| sky130_fd_sc_hd__o21a_1 | 18 |
| sky130_fd_sc_hd__mux4_2 | 4 |
| sky130_fd_sc_hd__o21ai_0 | 23 |
| sky130_fd_sc_hd__nand2b_1 | 8 |
| sky130_fd_sc_hd__xor2_1 | 7 |
| sky130_fd_sc_hd__nand3_1 | 10 |
| sky130_fd_sc_hd__inv_2 | 4 |
| sky130_fd_sc_hd__nand2_1 | 39 |
| sky130_fd_sc_hd__o311ai_0 | 3 |
| sky130_fd_sc_hd__o31ai_1 | 4 |
| sky130_fd_sc_hd__inv_1 | 94 |
| sky130_fd_sc_hd__o21ai_1 | 6 |
| sky130_fd_sc_hd__clkbuf_1 | 10 |
| sky130_fd_sc_hd__o22ai_1 | 3 |
| sky130_fd_sc_hd__a21o_1 | 6 |
## through the flow
stage | setup WS, ns | area (um2) | utilization [%] | hold slack, ns
after detailed placement | -0.283 | 5880 | 46.0 | 8.55
after global placement | -0.158 | 5880 | 46.0 | 8.54
after global routing | -0.0212 | 6060 | 47.4 | 8.47
after floorplan | 0.962 | 5300 | - | 7.50
final | 0.581 | 6060 | 47.4 | 8.41
after CTS | 0.0320 | 5890 | 46.1 | 8.56
No activity file was given, so power comes from the tool's default toggle rates.
