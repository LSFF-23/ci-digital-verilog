[./run.sh]
#!/bin/bash
# OpenROAD 26Q1-2900-gdf79404cd8, Yosys 0.63+post, stock flow scripts
make -C /OpenROAD-flow-scripts/flow DESIGN_CONFIG=/design/flow/config.mk WORK_HOME=/design/flow/orfs finish
[./design.v]
interface mled_interface (
    input clk,
    input rst
);
logic load_en;
logic move_en;
logic ei_en;
logic run_en;
logic eo_en;
logic done_st;
logic dc_zero;
logic sc_zero;
modport fsm (
    input   clk,
            rst,
    output  load_en,
            move_en,
            ei_en,
            run_en,
            eo_en,
            done_st,
    input   dc_zero,
            sc_zero
);
modport dp (
    input   clk,
            rst,
    input   load_en,
            move_en,
            ei_en,
            run_en,
            eo_en,
            done_st,
    output  dc_zero,
            sc_zero
);
endinterface
module fourone (clk, rst, in, out);
localparam ZERO = 0;
localparam FIRST = 1;
localparam SECOND = 2;
localparam THIRD = 3;
localparam FOURTH = 4;
input clk, rst, in;
output reg out;
reg [2:0] state, next_state;
always @(posedge clk or posedge rst)
    if (rst)
        state <= ZERO;
    else
        state <= next_state;
always @*
    case (state)
        ZERO: next_state = in ? FIRST : ZERO;
        FIRST: next_state = in ? SECOND : ZERO;
        SECOND: next_state = in ? THIRD : ZERO;
        THIRD: next_state = in ? FOURTH : ZERO;
        FOURTH: next_state = in ? FOURTH : ZERO;
        default: next_state = ZERO;
    endcase
always @*
    case (state)
        ZERO, FIRST, SECOND, THIRD: out = 0;
        FOURTH: out = 1;
        default: out = 0;
    endcase
endmodule
[./constraint.sdc]
current_design fourone

set clk_period 1.4
set clk_io_pct 0.2

create_clock -name clk0 -period $clk_period [get_ports {clk}]

set non_clock_inputs [all_inputs -no_clocks]
set_input_delay [expr $clk_period * $clk_io_pct] -clock clk0 $non_clock_inputs
set_output_delay [expr $clk_period * $clk_io_pct] -clock clk0 [all_outputs]
[./config.mk]
export PLATFORM = sky130hd
export DESIGN_NAME = fourone
export DESIGN_NICKNAME = fourone
export VERILOG_FILES = /design/flow/design.v
export SDC_FILE = /design/flow/constraint.sdc
export NUM_CORES = 4
export LEC_CHECK = 1
export CORE_AREA = 10 10 70 70
export DIE_AREA = 0 0 80 80
==> results.cfg <==
; synthesis and place-and-route metrics
[worst_setup_path]
required_ns = 1.12
r2r_start = state[0]
regToRegSetupSlack_ns = 0.72
rr_endpoint = state[3]
cp.buffers_inverters = 1
crit_fanout = 2
worstSetupPathType = flip-flop to output pin
cp_data_arrival_time_ns = 1.08
reg2regPathDepth = 1
cp-end-kind = output pin
crit_family = buffers and inverters
critPathLaunchType = flip-flop
path_cells = clkdlybuf4s50_1
critPathSlowestCell = clkdlybuf4s50_1
max_stage_delay_ns = 0.49

[synth]
ys_cells = 11
synth_seq_share_pct = 78.91
postSynthAreaPerCell_sq_um = 14.56
synthCells = 11
netlist_area_sq_um = 160.2
synth.distinct_cells = 5
ys_ff = 5
yosys_warnings = 1
ys_area_sq_um = 160.2

[finish]
top_regs = state (5)
seq_area_sq_um = 126.4
drive_above_1_share_pct = 22.22
largest_reg_flops = 5
largest_register = state
syn_to_final_growth_pct = 71.09
logic_area_sq_um = 26.28
fill_cells = 412

[place]
pre_cts_ws_ns = 0.2939
routabilityCongestion = 0.6298
port_buffers = 3

[clock_tree]
htree_levels = 1
cts_max_path_buffers = 2
cts_resized = 0
clk_latency_ns = 0.24
numCtsBuffers = 3
cts_tree = yes
cts.clk_slew.worst_paths_ns = 0.04
hold_buffers = 0
cts_setup_buffers = 0
numClockSinks = 5
root_buffer = clkbuf_4

[sta]
worst_clock_skew_ns = 0.004394
timing.setup.tns_ns = 0
rsz0062_at_grt = false
setup_violations = 0
timing.slew.headroom_pct = 87.70
drv_slew = 0
max_freq_mhz = 736.7
timing.final.ws_setup_ns = 0.04252
worstMarginPinSlew_ns = 0.1843
hold_viol = 0
period_minus_slack_ns = 1.357
timing.hold.ws_ns = 0.2529
fin_crit_sh_pct = 96.96

[power]
power.density_nw_per_um2 = 1221
p_leak_uw = 0.0001121
ir_worst_vdd_mv = 0.6369

[route]
ant_nets = 0
drc = 0
vias = 92
wire_per_inst_um = 4.516
viasPerCell = 1.438
antenna_cells = 0
routed_wl_um = 289
drtIter0Drc = 4
dr.pass1.iters = 2

[worst_hold_path]
holdCritPathClass = input port to async pin

[global_route]
grt_pass1_vias = 103
grt_max_degree = 6
antenna_found_initial = 0
grt_pass1_wl_um = 476
grt-ovfl-total = 0
gr-usage-all-layers_pct = 1.068

[die]
fp.dieH_um = 80
pin_count = 4
die_width_um = 80
fp_util_pct = 4.689
dieArea_sq_um = 6400
core_sq_um = 3416
placement_rows = 21

[outcome]
status = completed

[flow_run]
cap_violations = 0
warnings = 25
-- logic make-up after synthesis --
family	count (synthesis)	synth area share, %
flip-flops	5	78.91
AND-OR/OR-AND	1	4.689
buffers and inverters	2	4.689
AND/OR/NAND/NOR	3	11.72
-- where the power goes --
group / leakage, uW / internal, uW / switching [uW]
clock: 0.0000150 / 108 / 58.1
sequential: 0.0000643 / 152 / 1.56
combinational: 0.0000328 / 9.11 / 6.11
total: 0.000112 / 269 / 65.8
-- how the worst max path moves through the flow --
stage	start	end	slack, ns	depth (start not counted)
5_1_grt	state[1]	out	0.003	1
4_1_cts	state[1]	out	0.03	1
6_report	state[1]	out	0.04	1
-- cells in the final DEF, fill, tap and decap left out --
cell and n:
and2_1 3, inv_1 2, clkbuf_4 3, dfrtp_1 4, clkbuf_1 1, o21a_1 1
dfstp_2 1, clkdlybuf4s50_1 3
-- area by class of cell --
cell class / count / share of cell area [%]
Sequential cell: 5 / 46.12
Tap cell: 46 / 21.00
Timing Repair Buffer: 3 / 10.96
Multi-Input combinational cell: 4 / 9.589
Clock buffer: 4 / 9.589
Inverter: 2 / 2.740
-- cells in the mapped netlist --
cell type | n | area, sq um
and2_1 | 3 | 18.77
dfrtp_1 | 4 | 100.1
inv_1 | 2 | 7.510
dfstp_2 | 1 | 26.28
o21a_1 | 1 | 7.510
-- metrics by stage --
stage / cell area (sq um) / power, uW / cells / utilization [%]
after CTS: 274.0 / 342.2 / 64 / 8.022
after global routing: 274.0 / 364.5 / 64 / 8.022
after detailed placement: 247.7 / 171.1 / 60 / 7.253
final: 274.0 / 334.4 / 64 / 8.022
after floorplan: 160.2 / 160.4 / 11 / -
after global placement: 247.7 / 170.1 / 60 / 7.253
-- layer usage --
| layer | share of wire, % | vias to the layer above | global-route usage [%] |
|---|---|---|---|
| li1 | - | 46 | - |
| met1 | 62 | 39 | 1.609 |
| met2 | 21 | 7 | 0.7223 |
| met3 | 17 | 0 | 1.364 |
| met4 | 0 | 0 | 0.1761 |
| met5 | 0 | - | 0 |
Power and IR drop assume default switching activity.
