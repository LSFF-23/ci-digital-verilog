==> flow/design.v <==
interface mled_interface (
    input clk,
    input rst
);
logic load_en;
logic move_en;
logic ei_en;
logic run_en;
logic eo_en;
logic done_st;
logic dc_zero;
logic sc_zero;
modport fsm (
    input   clk,
            rst,
    output  load_en,
            move_en,
            ei_en,
            run_en,
            eo_en,
            done_st,
    input   dc_zero,
            sc_zero
);
modport dp (
    input   clk,
            rst,
    input   load_en,
            move_en,
            ei_en,
            run_en,
            eo_en,
            done_st,
    output  dc_zero,
            sc_zero
);
endinterface
module pipeline_sum #(DATA_WIDTH = 16) (
    input clk,
    input [DATA_WIDTH-1:0] a, b,
    output [2*DATA_WIDTH-1:0] r
);
logic [DATA_WIDTH-1:0] r_or, r_xor, r_div, r_slb;
assign r_or = a | b;
assign r_xor = a ^ b;
assign r_div = a / b;
assign r_slb = a << b;
logic [DATA_WIDTH-1:0] or_reg, xor_reg, div_reg, slb_reg;
always_ff @(posedge clk) begin
	  or_reg <= r_or;
	  xor_reg <= r_xor;
	  div_reg <= r_div;
	  slb_reg <= r_slb;
end
logic [2*DATA_WIDTH-1:0] partial_sum1, partial_sum2;
always_ff @(posedge clk) begin
	  partial_sum1 <= or_reg + div_reg;
	  partial_sum2 <= xor_reg + slb_reg;
end
logic [2*DATA_WIDTH-1:0] full_sum;
always_ff @(posedge clk) begin
     full_sum <= partial_sum1 + partial_sum2;
end
assign r = full_sum;
endmodule
==> flow/run.sh <==
#!/bin/bash
# OpenROAD 26Q1-2900-gdf79404cd8, Yosys 0.63+post, stock flow scripts
make -C /OpenROAD-flow-scripts/flow DESIGN_CONFIG=/design/flow/config.mk WORK_HOME=/design/flow/orfs finish
==> flow/config.mk <==
export PLATFORM = sky130hd
export DESIGN_NAME = pipeline_sum
export DESIGN_NICKNAME = pipeline_sum
export VERILOG_FILES = /design/flow/design.v
export SDC_FILE = /design/flow/constraint.sdc
export NUM_CORES = 4
export LEC_CHECK = 1
export CORE_UTILIZATION = 40
==> flow/constraint.sdc <==
current_design pipeline_sum

set clk_period 86.4
set clk_io_pct 0.2

create_clock -name clk0 -period $clk_period [get_ports {clk}]

set non_clock_inputs [all_inputs -no_clocks]
set_input_delay [expr $clk_period * $clk_io_pct] -clock clk0 $non_clock_inputs
set_output_delay [expr $clk_period * $clk_io_pct] -clock clk0 [all_outputs]
==> changes_impl.md <==
### Changed

* Status: finished, final reports clean
* Worst Skew at 0.00834 ns
* EDFF count, synth at 0
* Antenna cells at 0
* Largest net degree at the start of global routing at 29
* Met1 WL at 16.5 mm
* Final Hold Slack at 0.442 ns
* Routability Congestion at 1.00
* Cells in synth_stat.txt at 1565
* Power Density at 16.8 nW/um^2
* Die height at 178 um
* PortBufs at 50
* Ys Warns at 1
* Crit Path Category: in2reg
* Slowest stage delay, CP at 0.74 ns
* Post-synth top cells: 202 x ha_1, 133 x a21oi_1, 128 x nor2_1, 116 x dfxtp_1, 112 x inv_1
* Period minus WS final at 49.39 ns
* Routed wl met3 at 2.04 mm
* H-tree levels at 4
* Reg clk slew, reported paths at 0.05 ns
* Slew Limit Fails at 0
* Fmax at 20.2 MHz
* R2R Setup Slk at 83.40 ns
* Setup violators final at 0
* Die Wd at 178 um
* Die area at 31800 um^2
* Period utilisation layout at 0.572
* Clock power share at 0.290
* Register area share after synthesis at 0.187
* DRT Pass-1 Iters at 6
* Overflow after GRT at 0
* CTS buffer count at 17
* Via density at 5.66
* CP Launch Point: b[11]
* Synth flops at 116
* Distinct lib cells at 96
* Top cells, area: ha_1 20%, dfxtp_1 19%, a21oi_1 5.4%
* DRT iter0 DRCs at 850
* Tot GR Track Use at 0.233
* Sw Share at 0.343
* Final WL at 35.2 mm
* Async SR Flop Fraction at 0
* Largest reg by FF count: full_sum
* Layout area overhead at 11.6%
* Maximum vdd ir drop at 0.0000169 V
* Syn Area/Cell at 7.95 um^2
* Net load switching power at 0.0000799 W
* Startpoint class of the critical path: input pin
* Crit path max-delay family: AND-OR/OR-AND gates
* Most frequent cell after synthesis: ha_1
* Hold wc startpoint: partial_sum2[0]
* Clk buf depth at 2
* Syn Inst Count at 1565
* CTS Hold Bufs at 0
* Comb pwr share at 0.433
* Reg2Reg Launch Point: or_reg[1]
* Cell internal pwr at 0.000153 W
* Crit path required time at 86.66 ns
* Worst slew pin tran at 0.873 ns
* CTS tree: yes
* Leak at 6.21 nW
* Core Footprint at 30600 um^2
* Ratio of cells with drive above 1 in the final layout at 0.0618
* Design Area, Final at 13900 um^2
* Cts repair resizes at 0
* Mapped Area at 12400 um^2
* Yosys Chip Area at 12400 um^2
* Clock root buffer: clkbuf_16
* DRC at 0
* Final hold violation count at 0
* # clock sinks at 116
* Initial antenna violation count at 0
* Area after DPL at 13300 um^2
* Rel. slew slack at 0.403
* Top Layer Used: met4
* I/O pin cnt at 65
* Vias in the first global route at 10600
* Crit-path slowest cell: a2111oi_1
* Post-CTS setup buffers at 0
* Top Registers: full_sum (18), partial_sum1 (17), partial_sum2 (17)
* Floorplan core density at 0.407
* Setup_tns at 0 ns
* Crit-path max FO at 21
* First-pass GRT wire length at 56.4 mm
* Drt wl/cell at 17.5 um
* Met2 WL post-DR at 15.6 mm
* Largest area contributor in the netlist: ha_1
* Largest type area fraction at 0.203
* CP arrival at 49.65 ns
* Filler Cell Count at 2958
* Dpl hpwl at 27.9 mm
* CP Buf/Inv Count at 14
* # Max-Cap Violations at 0
* Sequential share of power at 0.277
* Via count at 11400
* Max reg flops at 18
* RSZ-0062 raised after global routing: no
* Clock latency on the worst-skew pair at 0.40 ns
* OpenROAD warning count at 27
* Critical path endpoint category: flop
* Rows at 64
* DRT antenna net count at 0
* Worst Hold Class: reg2reg
* Dominant flop cell: dfxtp_1
-- final timing paths --
path | endpoint | cells past startpoint
max | div_reg[0] | 124
min | full_sum[0] | 1
max reg2reg | partial_sum1[15] | 9
min reg2reg | full_sum[0] | 1
-- layout make-up --
class | instances | area, um^2 | area share
multi-input cells | 1291 | 9450 | 0.681
flip-flops and latches | 116 | 2320 | 0.167
repair buffers | 63 | 598 | 0.0431
well taps | 396 | 495 | 0.0357
clock buffers | 23 | 468 | 0.0337
inverters | 117 | 439 | 0.0316
clock inverters | 8 | 103 | 0.00739
-- through the flow --
stage / worst slack [ns] / util / instances / power (W)
final: 37.01 / 0.454 / 2014 / 0.000233
after global routing: 34.29 / 0.454 / 2014 / 0.000251
after CTS: 37.45 / 0.454 / 2014 / 0.000234
after detailed placement: 37.10 / 0.435 / 1983 / 0.000165
after global placement: 37.82 / 0.435 / 1983 / 0.000165
after floorplan: 42.22 / - / 1578 / 0.000138
-- cell usage in the layout (no fill, tap or decap), drive strengths merged, types with 17 or more instances in the layout --
cell type      count
ha               202
clkdlybuf4s50     50
or3               23
xor2              36
a21oi            134
nand3             33
dfxtp            116
inv              114
o21ai             79
o31ai             20
a21o              28
nor3              59
and2              17
mux2              18
xnor2             66
clkbuf            23
o21a              38
nand2            105
nor2             128
a211oi            30
o211ai            21
-- layer usage --
layer	vias to the layer above	track usage
met1	5183	0.335
li1	5820	-
met3	62	0.0300
met4	0	0.0519
met2	338	0.374
met5	-	0
-- power groups by stage --
| stage | logic (W) | clock network, W | registers (W) |
|---|---|---|---|
| finish | 0.000101 | 0.0000675 | 0.0000646 |
| global route | 0.000113 | 0.0000719 | 0.0000655 |
| CTS | 0.000101 | 0.0000689 | 0.0000647 |
-- kinds of logic (layout without fill, tap and decap cells) --
| kind of cell | after synthesis | in the layout | synth area share |
|---|---|---|---|
| buffers and inverters | 171 | 211 | 0.0574 |
| and+or+nand+nor | 470 | 470 | 0.189 |
| DFF | 116 | 116 | 0.187 |
| adders and majority gates | 205 | 205 | 0.208 |
| other | 1 | 14 | 0.000301 |
| xor gates and xnor gates | 102 | 102 | 0.0718 |
| AOI/OAI and AO/OA | 463 | 463 | 0.251 |
| muxes | 37 | 37 | 0.0356 |
Power figures rest on the tool's default switching activity, not on a simulated workload.
